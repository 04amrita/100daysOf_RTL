===== flow/config.mk =====
export PLATFORM = sky130hd
export DESIGN_NAME = fifo_32x8
export DESIGN_NICKNAME = fifo_32x8
export VERILOG_FILES = /design/flow/design.v
export SDC_FILE = /design/flow/constraint.sdc
export NUM_CORES = 4
export LEC_CHECK = 1
export CORE_AREA = 10 10 70 70
export DIE_AREA = 0 0 80 80

===== flow/constraint.sdc =====
current_design fifo_32x8

set clk_period 1.8
set clk_io_pct 0.2

create_clock -name clk0 -period $clk_period [get_ports {clk}]

set non_clock_inputs [all_inputs -no_clocks]
set_input_delay [expr $clk_period * $clk_io_pct] -clock clk0 $non_clock_inputs
set_output_delay [expr $clk_period * $clk_io_pct] -clock clk0 [all_outputs]

===== flow/design.v =====
`timescale 1ns / 1ps
module fifo_32x8 (
    input wire clk,            
    input wire rst,            
    input wire wr_en,          
    input wire rd_en,          
    input wire [31:0] data_in,  
    output reg [31:0] data_out,  
    output reg empty,          
    output reg full            
);
parameter DEPTH = 8;           
reg [31:0] mem [0:DEPTH-1];
reg [2:0] wr_ptr, rd_ptr;
always @(posedge clk or posedge rst) begin
    if (rst) begin
        wr_ptr <= 0;
        rd_ptr <= 0;
        empty <= 1;
        full <= 0;
    end else begin
        if (wr_en && ~full) begin
            mem[wr_ptr] <= data_in;
            wr_ptr <= wr_ptr + 1;
            if (wr_ptr == DEPTH - 1)
                wr_ptr <= 0;
            if (wr_ptr == rd_ptr)
                full <= 1;
        end
        if (rd_en && ~empty) begin
            data_out <= mem[rd_ptr];
            rd_ptr <= rd_ptr + 1;
            if (rd_ptr == DEPTH - 1)
                rd_ptr <= 0;
            if (rd_ptr == wr_ptr)
                empty <= 1;
        end
    end
end
endmodule

===== flow/run.sh =====
#!/bin/bash
# OpenROAD 26Q1-2900-gdf79404cd8, Yosys 0.63+post, stock flow scripts
make -C /OpenROAD-flow-scripts/flow DESIGN_CONFIG=/design/flow/config.mk WORK_HOME=/design/flow/orfs finish

==> design notes <==
The highest clock rate this design can be run at is 668 MHz. The final estimated routing congestion in global placement is 0.679, and the standby leakage power is 0.000246 uW. On the critical path the largest part of the delay comes from buffers and inverters. The stat command in Yosys gives a chip area of 479 sq um. After detailed routing, the met2 layer carries 323 um of wire. Highest-count logic cell in the final layout: sky130_fd_sc_hd__conb_1. The run gives 39 um as the length of routed met3 wiring. Per the power-grid run, VDD falls by no more than 0.175 mV. Summed over all layers, the routed wires come to 806 um.

Listed in order, past its start point the critical path passes clkdlybuf4s50_1. The number of sinks driven by the clock tree was 4; the number of setup violations in the final report was 0. The tools report the library cell used as clock root buffer as sky130_fd_sc_hd__clkbuf_4. The vertical extent of the die works out to 80 um. The proportion of power drawn by the clock network was 0.304. The run gives 0.831 for the ratio of final minimum period to clock period.

The tools report the detailed-route DRC error count as 0. Setup repair after global routing left no endpoint under its margin. The total negative slack for setup checks was 0 ps.

The critical path's slowest cell was sky130_fd_sc_hd__clkdlybuf4s50_1. The die footprint was 0.00640 sq mm; the area share of fa/ha/maj cells after synthesis was 0.0783. The run gives 0 as the max-capacitance violation count. The wire length of the first global-routing pass is 1.26 mm. The overall fraction of global-route tracks in use was 0.0225; the post-cts resize count was 0.

The worst hold path class is primary input to asynchronous set/reset pin. In this run the remaining antenna-violating nets after routing total 0. Final worst hold slack: 316 ps. The synthesis stat section lists a flop and latch total of 4.

With the via count of the first global-routing pass at 297, the internal power component is 262 uW. The worst path meets setup with 304 ps of slack. The detailed router finished its first iteration with 3 violations. The number of core rows came out at 21.

The run gives 0.0627 for the share of cell area taken by muxes after synthesis. The top-level port count was 70. The worst setup path is of the register to output port kind.

The area inside the core boundary was 0.00342 sq mm. Per the detail_route log, the uppermost layer with routed signals is met4. The first-pass iteration count of the detailed router is 2. The run gives 0.293 for the combinational share of power. The kind of end point of the critical path was an output port. The longest incremental delay of any stage on the critical path is reported as 490 ps. The buffer-and-inverter tally for the worst setup path is 1, and the sequential-to-total area share from yosys stat is 0.209.

The tools report the clock latency on the worst-skew pair as 240 ps. Per the repair_timing log after CTS, setup buffers inserted total 0. The run gives 3.87 ps for the worst setup skew after layout. Dividing the detail-routed wire length by the instance count gives 7.83 um. Summed over all layers, the global routing overflow is 0. Per the final timing report, the hold violations number 0. Of all nets on the critical path, the largest fanout is 4. With the area share of xor/xnor cells in the synthesized design at 0, the chip width is 80 um.

The starting density of the core is 0.140, and the total cells reported by yosys after synthesis is 53. For the required time of the worst setup path, the log shows 1440 ps. In the synthesized netlist, the number of instances is 53.

The count of distinct cell types in the synthesized netlist was 12. The tools report the category of the worst setup path launch point as a register. For the number of fillers in the final layout, the log shows 407. The fraction of power spent switching nets is 0.301, and the pin count of the biggest net entering global routing is 5.

Clock tree synthesis inserted a total of 3 buffers. The logs give a warning total of 59. By area, the combinational part of the netlist is dominated by buffers and inverters. After clock tree synthesis, the clock-pin slew on the worst setup and hold paths is 40 ps.

The run finished with clean final reports. With the hold buffer count at CTS at 0, the worst endpoint data arrival time is 1140 ps. The fraction of the mapped netlist area in simple logic gates was 0.0679; the net switching power figure was 113 uW. Each instance of the synthesized netlist takes up on average 9.04 sq um. The fraction of the mapped netlist area in compound gates works out to 0.0261. The number of diodes is 0. Signed area change from the synthesized netlist to the final layout: -4.44%. Prior to clock tree synthesis, the placed netlist has a worst setup slack of 311 ps. Per the placement log, port buffering inserted 3 buffers. For the level count of the clock H-tree, the log shows 1.

The fraction of layout cells with a size suffix above 1 is 0.105. Warnings reported by Yosys during synthesis add up to 2. TritonCTS built the clock tree. The logs give 0.403 for the part of the power in registers and 233 for the number of vias in the routed layout.

The run gives 0 for the initial antenna violation count. The logs give 375 uW for the power consumption and 479 sq um for the cell area after technology mapping. The post-detailed-route via-to-cell ratio is 2.26, and the number of pins with negative max-slew slack in the final report is 0. The most common logic cells in the final layout are sky130_fd_sc_hd__conb_1, sky130_fd_sc_hd__dfrtp_1. The power density normalized to cell area is 819 mW/mm^2, and the maximum root-to-sink buffer count is 2. The final timing report derives a shortest allowable period of 1500 ps. For the met1 layer wirelength in the final routing, the log shows 409 um.
==> cells in the mapped netlist <==
master | number | area share
sky130_fd_sc_hd__o21bai_1 | 1 | 0.016
sky130_fd_sc_hd__nor2b_4 | 1 | 0.029
sky130_fd_sc_hd__ha_1 | 3 | 0.078
sky130_fd_sc_hd__conb_1 | 2 | 0.016
sky130_fd_sc_hd__buf_4 | 33 | 0.52
sky130_fd_sc_hd__nand2_1 | 1 | 0.0078
sky130_fd_sc_hd__inv_1 | 3 | 0.023
sky130_fd_sc_hd__dfrtp_1 | 4 | 0.21
sky130_fd_sc_hd__mux2_4 | 2 | 0.063
sky130_fd_sc_hd__nor2_1 | 1 | 0.0078
sky130_fd_sc_hd__nand4bb_1 | 1 | 0.023
sky130_fd_sc_hd__o21ai_0 | 1 | 0.010
==> metrics by stage <==
step,area [sq um],util,cells
5_1_grt,458,0.134,103
4_1_cts,458,0.134,103
3_3_place_gp,435,0.127,100
2_1_floorplan,596,-,84
6_report,458,0.134,103
3_5_place_dp,435,0.127,100
==> per-layer routing <==
metal  global-route usage  vias to the layer above
met2               0.0313                       25
met1               0.0321                       99
met3              0.00227                        4
met5                    0                        -
met4               0.0141                        0
li1                     -                      105
==> worst register-to-register path, stage by stage, from the launching register on <==
cell and delay, ps:
sky130_fd_sc_hd__dfrtp_1 400, sky130_fd_sc_hd__ha_1 210, sky130_fd_sc_hd__ha_1 270, sky130_fd_sc_hd__mux2_4 250
==> worst paths after layout <==
path                           start        end  slack, ps  cells past startpoint
min                              rst  wr_ptr[0]        320                      2
max in group asynchronous        rst  wr_ptr[2]       1320                      2
max                             full       full        300                      1
min in group clk0          wr_ptr[2]       full        480                      1
min reg2reg                wr_ptr[2]       full        480                      1
max reg2reg                wr_ptr[0]  wr_ptr[2]        550                      3
==> cell families after synthesis <==
logic type      after synthesis
simple gates                  4
flops                         4
compound gates                2
buf+inv                      36
other cells                   2
mux                           2
fa+ha+maj                     3
==> state kept, by name (all words and copies together), names as in the netlist <==
signal / count
full: 1
wr_ptr: 3
==> cell type report <==
type                    instances  area, sq um  area share
repair buffers                  3         30.0      0.0656
multi-input cells              44          236       0.516
well taps                      46         57.6       0.126
inverters                       3         11.3      0.0246
clock buffers                   3         22.5      0.0492
flip-flops and latches          4          100       0.219
==> power groups by stage <==
stage | clock [uW] | sequential, uW | combinational [uW]
after global routing | 129 | 157 | 137
final | 114 | 151 | 110
after CTS | 120 | 152 | 114
Power figures rest on the tool's default switching activity, not on a simulated workload.

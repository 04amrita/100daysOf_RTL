**run.sh**
```bash
#!/bin/bash
# OpenROAD 26Q1-2900-gdf79404cd8, Yosys 0.63+post, stock flow scripts
make -C /OpenROAD-flow-scripts/flow DESIGN_CONFIG=/design/flow/config.mk WORK_HOME=/design/flow/orfs finish
```
**config.mk**
```make
export PLATFORM = sky130hd
export DESIGN_NAME = RAM_RDWR
export DESIGN_NICKNAME = RAM_RDWR
export VERILOG_FILES = /design/flow/design.v
export SDC_FILE = /design/flow/constraint.sdc
export NUM_CORES = 4
export LEC_CHECK = 1
export CORE_UTILIZATION = 40
export SYNTH_MEMORY_MAX_BITS = 65536
```
**constraint.sdc**
```tcl
current_design RAM_RDWR

set clk_period 35.8
set clk_io_pct 0.2

create_clock -name clk0 -period $clk_period [get_ports {clk}]

set non_clock_inputs [all_inputs -no_clocks]
set_input_delay [expr $clk_period * $clk_io_pct] -clock clk0 $non_clock_inputs
set_output_delay [expr $clk_period * $clk_io_pct] -clock clk0 [all_outputs]
```
**design.v**
```verilog
`timescale 1ns / 1ps
module RAM_RDWR(addr,data_in,data_out,clk,rd,wr,cs);
    input[7:0]data_in;
    output [7:0]data_out;
    input[9:0]addr; 
    input clk,rd,wr,cs;
    reg[7:0]mem[1023:0]; 
    reg [7:0]d_out;
assign data_out=(cs&&rd)?d_out:8'bz;
    always@(posedge clk)
        if(cs&&wr&&!rd) mem[addr]=data_in;
    always@(posedge clk)
        if(cs&&rd&&!wr)
    d_out=mem[addr];
endmodule
```
==> flow_metrics.env <==
# flow metrics
export IMPL_status="finished clean"
export IMPL_cts_tree="built"
export IMPL_drive_above_1_share_pct=15.14
export IMPL_reg2reg_to="d_out[2]$_DFFE_PP_"
export IMPL_hold_path_endpoint="d_out[7]$_DFFE_PP_"
export IMPL_vdd_ir_drop_worst_mv=0.05320
export IMPL_end_kind="flop"
export IMPL_yosys_cells=16390
export IMPL_cts_hold_buffers=0
export IMPL_first_iter_violations=11520
export IMPL_p_comb_share_pct=4.4
export IMPL_fp_dieW_um=890.1
export IMPL_vias=160000
export IMPL_rrSetupSlack_ps=31740
export IMPL_grt_max_degree=120
export IMPL_tns_ps=0
export IMPL_syn_cell_area_um2=315500
export IMPL_grt_pass1_vias=169800
export IMPL_synth_edff_count=8200
export IMPL_slew_viol_final=0
export IMPL_tool_warnings=67
export IMPL_ys_area_um2=315500
export IMPL_antenna_found_initial=48
export IMPL_die_y_um=890.1
export IMPL_relSlewSlack_pct=21.46
export IMPL_seq_power_share_pct=54.7
export IMPL_min_from="mem[145][7]$_DFFE_PP_"
export IMPL_drtPass1Iterations=5
export IMPL_clock_root_buffer="clkbuf_16"
export IMPL_synthCells=16390
export IMPL_rsz0062_at_grt="false"
export IMPL_via_per_inst=5.698
export IMPL_ant_nets=0
export IMPL_cp_slowest_cell="nor4_1"
export IMPL_postSynth_asyncResetShare_pct=0
export IMPL_use_met2_pct=34.25
export IMPL_wirelength_um=900000
export IMPL_crit_type="primary input to flop"
export IMPL_setup_viol=0
export IMPL_finalPower_uw=19330
export IMPL_p_clk_share_pct=40.9
export IMPL_post_route_period_util_pct=40.18
export IMPL_grt_busiest_layer="met2"
export IMPL_yosysSeqAreaShare_pct=78.04
export IMPL_r2r_start="mem[11][2]$_DFFE_PP_"
export IMPL_cp_top_family="buffers and inverters"
export IMPL_clk_path_buf_depth=4
export IMPL_cp_required_ps=36720
export IMPL_r2r_cells=8
export IMPL_p_sw_share_pct=21.72
export IMPL_fin_skew_ps=124.6
export IMPL_finalCriticalPeriod_ps=14380
export IMPL_drcViolationCount=0
export IMPL_hold_class="flop to flop"
export IMPL_place_congestion=0.9140
export IMPL_wire_per_inst_um=32.05
export IMPL_maxCapViolations=0
export IMPL_top_area_cell="edfxtp_1"
export IMPL_core_area_um2=784400
export IMPL_critPathArrivalTime_ps=15300
export IMPL_switchingPower_uw=4198
export IMPL_top_cell_area_share_pct=78.04
export IMPL_fmax_mhz=69.52
export IMPL_hpwl_um=551600
export IMPL_cp_start_kind="primary input"
export IMPL_cp_max_fo=74
export IMPL_yosys_warnings=2
export IMPL_crit_top_cell="buf_4"
export IMPL_cts_buffers=794
export IMPL_htreeDepth=6
export IMPL_internal_power_uw=15130
export IMPL_top_cells_by_area="edfxtp_1 (78%), mux2i_1 (8.0%), mux4_2 (5.8%)"
export IMPL_ys_seq_elements=8200
export IMPL_cts_setup_buffers=0
export IMPL_p_per_area_nw_per_um2=54.46
export IMPL_syn_to_final_growth_pct=12.47
export IMPL_slowest_delay_ps=810
export IMPL_track_usage_pct=24.64
export IMPL_grtUsageMet3_pct=20.54
export IMPL_overflow=0
export IMPL_clock_sinks=8200
export IMPL_ys_flop_type="edfxtp_1"
export IMPL_clkTransAtPathRegs_ps=60
export IMPL_min_path_cells=7
export IMPL_p_leak_uw=0.1145
export IMPL_worstPathCellList="buf_16 -> buf_4 -> buf_4 -> buf_4 -> buf_4 -> buf_4 -> buf_4 -> buf_12 -> mux2i_1 -> o22ai_1 -> nor4_1 -> nand3_1 -> a22oi_1 -> nand4_1 -> nor3_1 -> nand4_1"
export IMPL_yosysUniqueCellTypes=49
export IMPL_grt_pass1_wl_um=1265000
export IMPL_use_met1_pct=28.73
export IMPL_fp_row_count=325
export IMPL_clk_latency_ps=1190
export IMPL_io_buffers=29
export IMPL_post_cts_resized=0
export IMPL_crit_buf_inv=8
export IMPL_syn_avg_cell_area_um2=19.25
export IMPL_dieArea_um2=792300
export IMPL_finalHoldViolCount=0
export IMPL_io_pins=30
export IMPL_tightestPinTransition_ps=1178
export IMPL_fp_util_pct=40.22
==> registers in the layout, summed over array words and instances, names as in the netlist <==
name,cells
d_out,8
mem,8192
==> synthesized netlist by cell type, drive strengths merged, types with 24 or more instances <==
master   number
a22o         53
clkbuf      336
nand3        96
o2111ai      98
a22oi       261
edfxtp     8200
mux2i      2521
mux4        819
nand2       132
nand4        24
nor4        210
o21ai       134
nor2       1334
o22ai      1050
nor3        145
buf         730
a31oi        66
==> kinds of logic after synthesis <==
family,synth area share [%]
AND-OR/OR-AND,3.712
buffers and inverters,1.604
flip-flops,78.04
multiplexers,13.87
AND/OR/NAND/NOR,2.773
==> routing by layer <==
metal / vias to the layer above / part of all wire, %
met5: - / 0.30
met4: 84 / 4.4
met2: 9409 / 45
li1: 68210 / -
met1: 80690 / 32
met3: 1635 / 19
==> final cells by class <==
cell class              instances  area [µm²]
fillers                     64960      429500
flip-flops and latches       8200      246200
multi-input cells            7122       64680
clock buffers                1003       20720
well taps                   10460       13090
repair buffers                761        6242
clock inverters               432        3640
diodes                        103       257.7
inverters                       1       5.005
==> power groups by stage <==
stage | Clock, µW | Sequential (µW) | Combinational, µW
4_1_cts | 8020 | 10600 | 847
5_1_grt | 8370 | 10600 | 897
6_report | 7910 | 10600 | 848
==> cell usage in the layout (no fill, tap or decap), drive strengths merged, types with 21 or more instances in the layout <==
cell,n
edfxtp,8200
mux2i,2521
nor2,1334
o22ai,1050
clkbuf,1003
mux4,819
buf,747
clkinv,375
a22oi,261
nor4,210
nor3,145
o21ai,134
nand2,132
diode,103
o2111ai,98
nand3,96
a31oi,66
a22o,53
bufinv,28
nand4,24
o221ai,22
inv,22
a221oi,21
==> how the worst max path moves through the flow <==
stage                    from            endpoint  depth (start not counted)
after CTS             addr[1]  d_out[0]$_DFFE_PP_                         16
final                 addr[1]  d_out[0]$_DFFE_PP_                         16
after global routing  addr[1]  d_out[3]$_DFFE_PP_                         17
==> metrics by stage <==
stage | std cells | area (µm²) | util, % | hold slack, ps | setup WS (ps)
final | 28090 | 354900 | 45.24 | 1021 | 21420
after global routing | 28000 | 354700 | 45.21 | 1062 | 21220
after CTS | 27980 | 354600 | 45.21 | 1008 | 22000
after detailed placement | 26550 | 330300 | 42.10 | 996.9 | 20730
after global placement | 26550 | 330300 | 42.10 | 1005 | 20700
after floorplan | 16390 | 315500 | - | 730.9 | 25980
==> worst min-delay path, delay by kind of cell, from the launching register on <==
family           cells  cell delay, ps
multiplexers         1              90
AND/OR/NAND/NOR      6             520
flip-flops           1             320
No activity file was given, so power comes from the tool's default toggle rates.

<file path="design/flow/config.mk">
export PLATFORM = sky130hd
export DESIGN_NAME = regbank_v4
export DESIGN_NICKNAME = regbank_v4
export VERILOG_FILES = /design/flow/design.v
export SDC_FILE = /design/flow/constraint.sdc
export NUM_CORES = 4
export LEC_CHECK = 1
export CORE_UTILIZATION = 50
</file>
<file path="design/flow/design.v">
`timescale 1ns / 1ps
module regbank_v4 (rdData1, rdData2, wrData, sr1, sr2, dr, write, reset, clk);
    input clk, write, reset;
    input [4:0] sr1, sr2, dr;     
    input [31:0] wrData;
    output [31:0] rdData1, rdData2;
    integer k;
    reg [31:0] regfile[0:31];
assign rdData1 = regfile [sr1];
assign rdData2 = regfile [sr2];
    always @(posedge clk)
        begin
            if (reset) begin
            for (k=0; k<32; k=k+1) begin
            regfile[k] <= 0;
            end
        end
        else begin
            if (write)
            regfile[dr] <= wrData;
        end
end
endmodule
</file>
<file path="design/flow/constraint.sdc">
current_design regbank_v4

set clk_period 11.5
set clk_io_pct 0.2

create_clock -name clk0 -period $clk_period [get_ports {clk}]

set non_clock_inputs [all_inputs -no_clocks]
set_input_delay [expr $clk_period * $clk_io_pct] -clock clk0 $non_clock_inputs
set_output_delay [expr $clk_period * $clk_io_pct] -clock clk0 [all_outputs]
</file>
<file path="design/flow/run.sh">
#!/bin/bash
# OpenROAD 26Q1-2900-gdf79404cd8, Yosys 0.63+post, stock flow scripts
make -C /OpenROAD-flow-scripts/flow DESIGN_CONFIG=/design/flow/config.mk WORK_HOME=/design/flow/orfs finish
</file>
==> GITHUB_STEP_SUMMARY <==
### Metrics collected by this job

| Metric | Value |
|---|---|
| XORs/XNORs by Area | 0% |
| Total GRT Usage | 36.9% |
| Unrepaired setup endpoints after global routing | false |
| First-pass GRT wire length | 272000 um |
| Row cnt | 122 |
| Gr ovfl total | 0 |
| Io pins | 114 |
| CTS tree | yes |
| Sink Count | 1024 |
| Simple share | 16.1% |
| Top logic family | multiplexers |
| Max FFs per register | 1024 |
| TritonCTS buffer count | 113 |
| Ys flops | 1024 |
| Final wirelength | 192000 um |
| Sink of the worst hold path | regfile[26][7]$_SDFFCE_PN0P_ |
| Library cells used by synthesis | 31 |
| Yosys warning tally | 1 |
| Ao+oa area frac | 6.95% |
| Asr flop ratio synth | 0% |
| Slew HR | 36.6% |
| Tool Warnings | 26 |
| Combinational share of power | 11.9% |
| Vias | 37800 |
| Setup TNS | 0 ns |
| Iteration-0 DRC count of the detailed router | 2321 |
| # Max-Cap Violations | 0 |
| Sequential Area | 30700 um^2 |
| Hold Path Class | in2reg |
| Worst EP arrival | 5.84 ns |
| Sequential share of power | 48.5% |
| Period Utilization, post-route | 70.8% |
| Vias/cell | 6.15 |
| Syn avg cell area | 12.2 um^2 |
| Final setup vio count | 0 |
| Pwr Density | 146 nW/um^2 |
| Hold Path Stages | 3 |
| Regs by FF count | regfile x1024 |
| Int Power | 0.00680 W |
| Design Area, Final | 62100 um^2 |
| Area grow syn2layout | 9.91% |
| Number of fillers in the final layout | 8958 |
| Largest net degree at the start of global routing | 93 |
| WS Path Type | in2out |
| I/O Buffers | 113 |
| Post-synth EDFFs | 1024 |
| Chip height | 338 um |
| Share of cells above drive strength 1 | 8.34% |
| Setup bufs post-CTS | 0 |
| DRC | 0 |
| Worst slew pin tran | 0.947 ns |
| Dominant Register Cell | edfxtp_1 |
| Slew Limit Fails | 0 |
| Core Box Area | 111000 um^2 |
| Worst Path Required | 9.20 ns |
| Final HPWL DP | 105000 um |
| Post_cts resized | 0 |
| Die Wd | 338 um |
| Vias in the first global route | 38900 |
| Initial antenna violation count | 7 |
| Element type at the critical path start | input pin |
| Clock power frac | 39.6% |
| Yosys cell count | 4640 |
| Initial core utilization | 50.7% |
| Yosys adder share | 0% |
| Synth mux share | 18.2% |
| Cell Area, Placed | 58400 um^2 |
| Status | finished clean |
| DRT Pass-1 Iters | 5 |
| P_leak | 24.1 nW |
| Synthesized cell area | 56500 um^2 |
| Crit. End Element | output pin |
| Max VDD drop | 0.129 mV |
| Sw power | 0.00228 W |
| Logic area | 23500 um^2 |
| Post-Synthesis Cells | 4640 |
| Hold WS | 2.53 ns |
| Final ANT Viol Nets | 0 |
| Beginning of the worst hold path | wrData[7] |
| Top Layout Cells | mux2i_1 (1024), and2_1 (1024), edfxtp_1 (1024) |
| GPL Wtd Cong | 0.899 |
| # H-tree levels | 3 |
| Routed WL per cell | 31.2 um |
| Final hold viol count | 0 |
| CTS root buffer | clkbuf_16 |
| Yosys stat area | 56500 um^2 |
| Max clock buf depth | 3 |
| Sw Share | 25.1% |
| Hold-fix buffers, CTS | 0 |
| Post-layout min period | 8.14 ns |
| Worst Path Max Fanout | 92 |
| Synth Seq Share | 54.5% |
| Die area | 114000 um^2 |
| Biggest register | regfile |
| Achievable Freq | 123 MHz |
| Clk slew on worst S/H paths | 0.06 ns |
[power by group through the flow]
stage                 clock, W  sequential (W)  combinational, W
final                  0.00360         0.00440           0.00108
after global routing   0.00378         0.00443           0.00114
after CTS              0.00364         0.00440           0.00107
[worst max path at each step]
| stage | start | depth (start not counted) | to | slack, ns |
|---|---|---|---|---|
| finish | sr1[2] | 9 | rdData1[6] | 3.36 |
| CTS | sr1[2] | 9 | rdData1[14] | 3.37 |
| global route | sr2[2] | 9 | rdData2[29] | 3.28 |
[kinds of logic after synthesis]
kind of cell | count (synthesis)
simple gates | 1568
mux | 1024
flops | 1024
compound gates | 576
buf+inv | 448
[metrics by stage]
stage | std cells | power, W | util (%) | setup slack [ns]
after floorplan | 4640 | 0.00509 | - | 5.85
after global placement | 5941 | 0.00553 | 52.5 | 3.39
after detailed placement | 5941 | 0.00554 | 52.5 | 3.38
after CTS | 6150 | 0.00911 | 55.8 | 3.37
after global routing | 6152 | 0.00935 | 55.8 | 3.28
final | 6154 | 0.00908 | 55.8 | 3.36
[routing by layer]
layer / wire length [um] / global-route usage, % / up-vias
met3: 27200 / 21.5 / 487
met2: 86800 / 53.8 / 2190
li1: - / - / 16900
met4: 9020 / 13.9 / 16
met5: 433 / 2.64 / -
met1: 68400 / 47.2 / 18300
[area by class of cell]
type                       count  area share, %
clock inverter                66           1.08
clock buffer                 143           4.77
tap                         1488           3.00
sequential                  1024           49.5
timing repair buffer         261           3.77
multi-input combinational   3168           37.8
antenna                        4         0.0161
[Yosys cell counts, types with 50 or more instances]
master | n | area [um^2]
buf_2 | 50 | 250
a31oi_1 | 64 | 400
a21oi_1 | 192 | 961
nand2_1 | 195 | 732
mux2i_1 | 1024 | 10200
a22o_1 | 128 | 1120
nand3_1 | 193 | 966
clkbuf_2 | 66 | 330
nor3_1 | 64 | 320
and2_1 | 1026 | 6420
edfxtp_1 | 1024 | 30700
a22oi_1 | 192 | 1440
clkbuf_1 | 186 | 698
buf_4 | 76 | 571
[critical path, stage by stage]
cell	delay [ns]
clkdlybuf4s50_1	0.62
nor2b_4	0.23
buf_12	0.53
buf_4	0.67
a22o_1	0.22
nor3_1	0.07
a31oi_1	0.35
nand3_1	0.27
clkdlybuf4s50_1	0.49
No activity file was given, so power comes from the tool's default toggle rates.
